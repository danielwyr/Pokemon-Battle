## design/flow/constraint.sdc

```tcl
current_design SRAM

set clk_period 91.9
set clk_io_pct 0.2

create_clock -name clk0 -period $clk_period [get_ports {clk}]

set non_clock_inputs [all_inputs -no_clocks]
set_input_delay [expr $clk_period * $clk_io_pct] -clock clk0 $non_clock_inputs
set_output_delay [expr $clk_period * $clk_io_pct] -clock clk0 [all_outputs]
```

## design/flow/run.sh

```bash
#!/bin/bash
# OpenROAD 26Q1-2900-gdf79404cd8, Yosys 0.63+post, stock flow scripts
make -C /OpenROAD-flow-scripts/flow DESIGN_CONFIG=/design/flow/config.mk WORK_HOME=/design/flow/orfs finish
```

## design/flow/config.mk

```make
export PLATFORM = sky130hd
export DESIGN_NAME = SRAM
export DESIGN_NICKNAME = SRAM
export VERILOG_FILES = /design/flow/design.v
export SDC_FILE = /design/flow/constraint.sdc
export NUM_CORES = 4
export LEC_CHECK = 1
export CORE_UTILIZATION = 50
export SYNTH_MEMORY_MAX_BITS = 65536
```

## design/flow/design.v

```verilog
module SRAM (data_O, data_I, clk, addr, wr, enable);
	output reg [7:0] data_O;
	input [7:0] data_I;
	input [10:0] addr;
	input wr, enable, clk;  
	reg [7:0] m[2047:0];
	always@(posedge clk)
	if(enable) begin
	if(wr)
	m[addr] <= data_I;  
	else
	data_O <= m[addr];  
	end
endmodule
```

==> impl_metrics.csv <==
group,metric,value,unit
route,first_pass_iters,5,
logic_synthesis,synth.area.mux_share,13.02,%
logic_synthesis,aoi_share,4.515,%
grt,use_met1,39.01,%
worst_setup_path,cp_cell_sequence,"buf_16 -> buf_4 -> buf_4 -> buf_4 -> buf_4 -> buf_4 -> buf_4 -> buf_4 -> buf_4 -> buf_4 -> buf_4 -> buf_4 -> mux2i_1 -> o22ai_1 -> nor4_1 -> a21oi_1 -> nor4_1 -> nand2_1 -> a22oi_1 -> nand4_1",
clocking,cts_max_level,7,
die,fp-row-count,411,
worst_setup_path,endpoint_kind,"flop",
final_timing,finalCritPeriodShare,30.53,%
clocking,post_cts_buffers,0,
status,status,"finished clean",
pwr,ir_drop,0.01734,mV
grt,grt_use_total,31.44,%
logic_synthesis,synth_area,629600,µm²
logic_synthesis,xor_area_share,0,%
worst_setup_path,crit_required,92.89,ns
placement,place_congestion,0.9053,
clocking,clk_pin_slew_worst_paths,0.06,ns
route,vias_per_cell,6.066,
pwr,finalPower,15400,µW
final_timing,setup_tns,0,ns
worst_setup_path,path_common_cell,"buf_4",
die,die_h,1124,µm
worst_setup_path,endpoint,"data_O[4]",
grt,grt_pass1_vias,342400,
logic_synthesis,synthFlopType,"edfxtp_1",
final_layout,synthToLayoutAreaGrowth,12.08,%
worst_setup_path,critPathTopFamily,"buffers and inverters",
pwr,leakagePower,0.2389,µW
placement,port_buffers,29,
clocking,clk_path_buf_depth,6,
worst_setup_path,cp.arrival,29.05,ns
final_timing,grt_setup_unrepaired,"no",
grt,busiest_layer,"met2",
final_layout,final_cells,54110,
worst_setup_path,timing.rr.start,"m[1198][0]",
die,die_w,1124,µm
worst_setup_path,startpoint_type,"input port",
logic_synthesis,syn_inst,34950,
final_layout,layout_top_cell,"edfxtp_1",
grt,grtUsageMet2,43.58,%
clocking,clkSinkCount,16390,
grt,met3_usage,24.97,%
logic_synthesis,yosys.area_share.simple,2.539,%
route,drc_errors,0,
worst_setup_path,r2r-end,"data_O[0]",
final_timing,drv_slew,0,
final_timing,max_slew_margin,13.80,%
final_layout,drive_above_1_share,10.54,%
logic_synthesis,yosysUniqueCellTypes,35,
final_timing,hold_violations,0,
grt,overflow,0,
clocking,cts_buffers,1700,
logic_synthesis,async_reset_ff_share,0,%
final_timing,tightest_slew,1.293,ns
worst_setup_path,critPathLaunch,"addr[1]",
logic_synthesis,yosys.stat.seqShare,78.18,%
logic_synthesis,syn_area_per_cell,18.02,µm²
job,warnings,69,
logic_synthesis,synth-edff-count,16390,
worst_setup_path,max_stage_delay,0.75,ns
final_layout,final_layout_top_logic_cells,"16,390 x edfxtp_1, 8,192 x mux2i_1, 4,096 x o22ai_1",
grt,grt_max_degree,118,
final_timing,whs,1.379,ns
route,wl_per_cell,32.90,µm
job,max_cap_violations,0,
worst_setup_path,critPathMaxFanout,77,
logic_synthesis,ys_ff,16390,
route,vias,328200,
die,io_pins,30,
grt,antenna_found_initial,122,
route,ant_nets,0,
worst_setup_path,rrSetupSlack,86.78,ns
clocking,worstSkewPairLatency,1.35,ns
logic_synthesis,logic_family,"multiplexers",
die,initial_utilization,50.22,%
route,wl,1780000,µm
clocking,hold_buffers,0,
worst_setup_path,reg2regPathDepth,9,
route,drt_iter0_drc,21550,
placement,hpwlAfterDp,1116000,µm
clocking,cts_tree,"yes",
final_timing,fin_crit,28.06,ns
worst_setup_path,worstSetupPathType,"input port to flop",
final_timing,fmax,35.64,MHz
worst_setup_path,cp.depth,20,
logic_synthesis,adder_share,0,%
logic_synthesis,yosysWarnings,1,
die,die-area,1264000,µm²
logic_synthesis,yosys_area,629600,µm²
placement,dp_cells,50920,
final_timing,fin_worst_skew,0.08161,ns
worst_hold_path,min_path_type,"flop to flop",
final_timing,setup_viol,0,
worst_setup_path,path_buffers,12,
grt,grt_pass1_wl,2508000,µm
logic_synthesis,ys_cells,34950,
clocking,root_buffer,"clkbuf_16",
pwr,power.density,21.82,nW/µm²
worst_setup_path,critPathSlowestCell,"buf_4",
clocking,cts-resized-gates,0,
die,coreArea,1254000,µm²
## tightest hold or removal path, stage by stage, from the launching register on
cell	delay, ns
edfxtp_1	0.32
mux2i_1	0.06
o22ai_1	0.14
nor4_1	0.10
a21oi_1	0.12
nor4_1	0.06
nand2_1	0.07
a22oi_1	0.10
buf_4	0.17
nand4_1	0.09
## how the worst min path moves through the flow
stage / depth (start not counted) / from / slack [ns] / endpoint
CTS: 9 / m[433][7] / 1.36 / data_O[7]
global route: 9 / m[443][7] / 1.45 / data_O[7]
finish: 9 / m[433][7] / 1.38 / data_O[7]
## flip-flops by register name (all words and copies together), names as in the netlist
register,count
data_O,8
m,16384
## cell type report
class	instances	area [µm²]
diodes	169	422.9
clock buffers	2032	44130
clock inverters	987	8447
fillers	92320	548000
multi-input cells	16260	127200
flip-flops and latches	16390	492200
well taps	16730	20930
repair buffers	1549	12320
## cells in the mapped netlist, types with 2 or more instances
cell,instances,area share (%)
nor2_1,2053,1.2
a22oi_1,32,0.038
buf_2,1484,1.2
or4b_2,3,0.0048
nor3_1,3,0.0024
nand4bb_1,5,0.0089
nand3b_1,2,0.0024
edfxtp_1,16390,78
o22ai_1,4096,4.1
buf_4,75,0.089
and3_1,3,0.0030
clkbuf_1,668,0.40
mux2i_1,8192,13
buf_1,37,0.022
nand4_1,8,0.0079
and3b_1,6,0.0083
nand4b_1,4,0.0056
nor4_1,1152,1.1
a21oi_1,512,0.41
buf_6,30,0.054
or3b_2,2,0.0028
nand3_1,5,0.0040
nor3b_1,9,0.011
nand2_1,161,0.096
## power breakdown
group | internal (µW) | switching [µW]
Clock | 3780 | 2760
Sequential | 8230 | 2.33
Combinational | 180 | 456
Total | 12200 | 3210
## routing by layer
metal | up-vias | wire length, µm
met1 | 163300 | 559800
met4 | 226 | 72770
met5 | - | 4211
met2 | 18090 | 813300
met3 | 3169 | 330100
li1 | 143500 | -
## metrics by stage
step | instance area, µm² | util [%] | worst slack (ns)
6_report | 705700 | 56.29 | 63.84
3_5_place_dp | 652700 | 52.06 | 62.65
3_3_place_gp | 652600 | 52.05 | 62.45
5_1_grt | 705400 | 56.26 | 63.37
4_1_cts | 705300 | 56.25 | 63.91
2_1_floorplan | 629600 | - | 71.01
## logic make-up (layout without fill, tap and decap cells)
kind of cell / count (synthesis) / after routing
buf+inv: 2295 / 4568
mux: 8192 / 8192
simple gates: 3426 / 3426
flops: 16390 / 16390
other cells: 0 / 169
compound gates: 4640 / 4640
Power figures rest on the tool's default switching activity, not on a simulated workload.
