<file path="./run.sh">
#!/bin/bash
# OpenROAD 26Q1-2900-gdf79404cd8, Yosys 0.63+post, stock flow scripts
make -C /OpenROAD-flow-scripts/flow DESIGN_CONFIG=/design/flow/config.mk WORK_HOME=/design/flow/orfs finish
</file>
<file path="./config.mk">
export PLATFORM = sky130hd
export DESIGN_NAME = com_mod
export DESIGN_NICKNAME = com_mod
export VERILOG_FILES = /design/flow/design.v
export SDC_FILE = /design/flow/constraint.sdc
export NUM_CORES = 4
export LEC_CHECK = 1
export CORE_UTILIZATION = 50
</file>
<file path="./constraint.sdc">
current_design com_mod

set clk_period 3.2
set clk_io_pct 0.2

create_clock -name clk0 -period $clk_period [get_ports {CLOCK_50}]

set non_clock_inputs [all_inputs -no_clocks]
set_input_delay [expr $clk_period * $clk_io_pct] -clock clk0 $non_clock_inputs
set_output_delay [expr $clk_period * $clk_io_pct] -clock clk0 [all_outputs]
</file>
<file path="./design.v">
module P2S_SR (S_data_out, reset, ic_clk_ctrl, CLOCK_50, P_data_in, load, end_pass);
	output reg S_data_out;
	input reset, ic_clk_ctrl, CLOCK_50, load, end_pass;
	input [7:0] P_data_in;
	initial S_data_out = 1'b1;
	initial buffer = 10'b1111111111;
	reg clk, sel;
	reg [9:0] buffer;
	always@(*)
	if(1'b1 == load & 1'b0 == end_pass) begin
		clk = CLOCK_50;
	end
	else if(1'b0 == load & 1'b0 == end_pass) begin
		clk = ic_clk_ctrl;
	end
	else begin
		clk = ic_clk_ctrl;
	end
	always@(negedge clk)
	if(reset) begin
		if(1'b0 == load & 1'b0 == end_pass) begin
		buffer <= {buffer[8:0], 1'b1};
		S_data_out <= buffer[9];
		end
		else if(1'b1 == load & 1'b0 == end_pass) begin
		buffer[0] <= 1'b1;
		buffer[8:1] <= P_data_in;
		buffer[9] <= 1'b0;
		S_data_out <= 1'b1;
		end
		else begin
		buffer <= buffer;
		S_data_out <= 1'b1;
		end
	end
	else begin
		buffer <= 10'b1111111111;
		S_data_out <= 1'b1;
	end
endmodule
module S2P_SR (P_data_out, reset, ic_clk_ctrl, S_data_in, read, receive_enable);
	output reg [7:0] P_data_out; 
	input reset, ic_clk_ctrl, S_data_in, read, receive_enable;
	reg [8:0] buffer;
	always@(*)
	if(receive_enable & !read) begin
	P_data_out <= P_data_out;
	end
	else if(receive_enable & read) begin
	P_data_out <= buffer[8:1];
	end
	else begin
	P_data_out <= 8'b11111111;
	end
	always@(negedge ic_clk_ctrl)
	if(reset) begin
		if(receive_enable) begin
		buffer = buffer << 1;
		buffer[0] = S_data_in;
		end
		else begin 
		buffer <= buffer; 
		end
	end
	else
	buffer <= 9'b111111111;
endmodule
module bit_counter (char_sent, bit_count, reset, clk, transmit_enable, load);
	output [7:0]bit_count;
	output char_sent;
	input reset, clk, transmit_enable, load;
	reg [7:0] ps, ns;
	initial ps = 8'b00000000;
	initial ns = 8'b00000000;
	always@(*)
	if(transmit_enable & !load & ps[7:4] != 4'b1010) ns <= ps + 8'b00000001;
	else if(transmit_enable & !load & ps[7:4] == 4'b1010) ns <= 8'b00000000;
	else ns <= 8'b00000000;
	always@(negedge clk)
	if(reset)
	ps <= ns;
	else 
	ps <= 8'b00000000;
	assign bit_count = ps;
	assign char_sent = (4'b1010 == ps[7:4]);
endmodule
module com_mod (S_data_out, P_data_out, char_sent, char_received, reset, CLOCK_50, transmit_enable, P_data_in, load, S_data_in);
	output S_data_out, char_sent, char_received;
	output [7:0] P_data_out;
	input CLOCK_50, reset;
	input transmit_enable, load, S_data_in;
	input [7:0] P_data_in;
	reg [31:0] divided_clocks;
	initial
	divided_clocks = 0;
	always @(posedge CLOCK_50)
	divided_clocks = divided_clocks + 1;
	parameter SELECTED_CLOCK = 7;  
	wire data_s_o;
	wire [7:0] bit_count_o;
	wire receive_enable, data_s_i, filtered_data;
	wire [7:0] bit_count_i;
	wire fake_char_received;
	bit_counter bc_o (char_sent, bit_count_o, reset, divided_clocks[SELECTED_CLOCK], transmit_enable, load);
	P2S_SR p2s_sreg (data_s_o, reset, ~bit_count_o[3], CLOCK_50, P_data_in, load, 5'b100011 == bit_count_o[7:2]);
	sampling_mod spm_o (S_data_out, reset, bit_count_o[0], data_s_o, bit_count_o[3]);
	sb_detect sbd (receive_enable, reset, divided_clocks[SELECTED_CLOCK], S_data_in, fake_char_received);
	bit_counter bc_i (fake_char_received, bit_count_i, reset, divided_clocks[SELECTED_CLOCK], receive_enable, 1'b0);
	S2P_SR s2p_sreg (P_data_out, reset, ~bit_count_i[3], data_s_i, 5'b10011 == bit_count_i[7:3], receive_enable);
	sampling_mod spm_i (data_s_i, reset, bit_count_i[0], S_data_in, bit_count_i[3]);
	assign char_received = (5'b10011 == bit_count_i[7:3]);
endmodule
module sampling_mod (S_data_out, reset, sc_clk_ctrl, data, sample_phase);
	output reg S_data_out;
	input reset, sc_clk_ctrl, data, sample_phase;
	reg [2:0] n_count, p_count;
	always@(*)
	if(3'b111 != p_count & 1'b1 == sample_phase) begin
	n_count = p_count + 3'b001;
	S_data_out = S_data_out;
	end
	else begin
	n_count = 3'b000;
	S_data_out = data;
	end
	always@(negedge sc_clk_ctrl)
	if(reset)
	p_count <= n_count;
	else
	p_count <= 3'b000;
endmodule
module sb_detect (receive_enable, reset, clk, data_in, char_received);
	output reg receive_enable;
	input reset, clk;
	input data_in, char_received;
	initial receive_enable = 1'b0;
	always@(negedge clk)
	if(reset) begin
	case(char_received)
		1'b0: if(!data_in & 1'b0 == receive_enable) receive_enable = 1'b1;
				else if(1'b1 == receive_enable) receive_enable = 1'b1;
				else receive_enable = 1'b0;
		1'b1: receive_enable = 1'b0;
		default receive_enable = 1'b0;
	endcase
	end
	else 
	receive_enable <= 1'b0;
endmodule
</file>
==> out/results.ini <==
[placement]
gp_congestion=0.776
dp_hpwl_um=2650
dp_cells=301
io_buffers=23

[sta]
unclocked_pins=42
relSlewSlack=0.541
untimed_endpoints=53
hold_violations=0
setup_violations=0
worst_pin_slew_ps=683
slew_violations=0
setup_tns_ps=0
skew_ps=7.26
rsz0062_at_grt=no

[critical_path]
slowest_stage=clkdlybuf4s50_1
crit_type=in -> reg
cp.arrival_ps=1720
critPathLaunchType=primary input
path_cells=clkdlybuf4s50_1 > buf_4 > mux2i_1 > o21a_1 > o21ai_0
endpoint_kind=register
path_max_fanout=9
cpPeakStageDelay_ps=480
crit_required_ps=2160

[cells_and_area]
fin_cells=315
seq_area_um2=1150
drive_gt1_frac=0.0684
filler_cell_count=360
logic_area_um2=1010
area_growth_pct=20.5

[routing]
drtAntennaViolNets=0
routed_wl_um=3780
first_pass_iters=4
n_antenna_cell=0
drt_iter0_drc=70
drcViolationCount=0
avgViaCountPerCell=5.34
wl_per_cell_um=12.0
vias=1683

[cts]
post_cts_buffers=0
clk_pin_slew_worst_paths_ps=50
hold_buffers=1
cts_tree=yes
cts.repair.resized=0
insertion_delay_ps=640

[die]
core_um2=4320
ioPinCount=24
die_x_um=69
fp-utilization=0.519
num_rows=24
chip_area_um2=4760
die_y_um=69

[global_routing]
track_usage=0.173
grt_max_degree=30
grt_overflow_total=0
grt_pass1_vias=1629
antenna_found_initial=0
grt_pass1_wl_um=6710

[synthesis]
yosysChipArea_um2=2240
yosys_warnings=7
ys_types=35
top_cell_area_share=0.446
syn_inst=233
syn_area_per_cell_um2=9.63
area_leaders=dfxtp_1 45%, mux2i_1 7.1%, dlxtn_1 6.7%
ys_cells=233
yosysTopAreaCell=dfxtp_1
syn-cell-area_um2=2240
yosys_register_bits=60

[job]
maxCapViolations=0
tool_warnings=27

[power]
finalPower_uw=558
ir_drop_mv=0.495
p_leak_nw=1.09
power_density_nw_per_um2=207

[run_status]
outcome=complete, no violations

[min_path]
min_path_type=in -> gate

sequential cells by signal, indices dropped and copies added, names as in the netlist:
name	cells
p2s_sreg.buffer	9
s2p_sreg.buffer	9
bc_i.ps	8
bc_o.ps	8
divided_clocks	8
s2p_sreg.P_data_out	8
spm_i.p_count	3
spm_o.p_count	3
p2s_sreg.S_data_out	1
sbd.receive_enable	1
spm_i.S_data_out	1
spm_o.S_data_out	1
layer usage:
| metal | track usage | part of all wire |
|---|---|---|
| met5 | 0 | 0 |
| met4 | 0.0249 | 0.0045 |
| met3 | 0.0401 | 0.046 |
| met2 | 0.277 | 0.45 |
| met1 | 0.256 | 0.49 |
power breakdown:
part           total (mW)  leakage, nW  switching (mW)  internal (mW)
Combinational      0.0466        0.496          0.0185         0.0281
Sequential          0.149        0.491         0.00343          0.145
Clock               0.363       0.0992          0.0874          0.276
cells in the mapped netlist, drive strengths merged:
| library cell | count |
|---|---|
| or4 | 1 |
| nor2 | 13 |
| a21oi | 7 |
| nand2 | 18 |
| nand3 | 13 |
| o311ai | 1 |
| xor2 | 5 |
| inv | 9 |
| clkbuf | 7 |
| o21a | 6 |
| nand2b | 10 |
| and3 | 7 |
| buf | 3 |
| nor4 | 2 |
| nand3b | 1 |
| o22a | 1 |
| and3b | 1 |
| mux2i | 16 |
| dfxtp | 50 |
| or4b | 1 |
| o211ai | 1 |
| xnor2 | 7 |
| o21ai | 12 |
| ha | 7 |
| nor3 | 8 |
| nand4 | 3 |
| dlxtn | 10 |
| a31oi | 2 |
| nor2b | 2 |
| or3 | 6 |
| o211a | 1 |
| nand4bb | 2 |
cell type report:
| cell class | instances | area share |
|---|---|---|
| tap | 52 | 0.0241 |
| multi-input combinational | 154 | 0.374 |
| timing repair buffer | 27 | 0.0972 |
| inverter | 9 | 0.0125 |
| clock buffer | 13 | 0.0662 |
| sequential | 60 | 0.426 |
path summary, 6_finish.rpt:
kind	startpoint	endpoint	slack, ps	cells past startpoint
worst max-delay path	load	p2s_sreg.buffer[7]	440	5
worst min register to register	divided_clocks[0]	divided_clocks[0]	420	1
worst min-delay path	load	clock gate	150	4
worst max register to register	p2s_sreg.buffer[9]	p2s_sreg.S_data_out	2090	1
max in group gated	load	clock gate	1370	4
min in group clk0	divided_clocks[0]	divided_clocks[0]	420	1
worst max-delay path, delay by kind of cell:
family          cells  cell delay (ps)
mux                 1              200
buf+inv             2              680
compound gates      2              190
kinds of logic (layout without fill, tap and decap cells):
family / count (synthesis) / after routing / synth area share
simple gates: 88 / 88 / 0.210
flops: 50 / 50 / 0.446
compound gates: 31 / 31 / 0.0836
buf+inv: 19 / 49 / 0.0362
mux: 16 / 16 / 0.0713
xor+xnor: 12 / 12 / 0.0468
latches: 10 / 10 / 0.0669
fa+ha+maj: 7 / 7 / 0.0390
metrics by stage:
step	util	area (um2)	worst slack (ps)	hold slack [ps]
2_1_floorplan	-	2250	20.3	-798
3_3_place_gp	0.582	2510	-220	-201
3_5_place_dp	0.582	2510	-264	-194
4_1_cts	0.625	2700	469	148
5_1_grt	0.625	2700	384	172
6_report	0.625	2700	442	148
cell usage in the layout (no fill, tap or decap), types with 5 or more instances in the layout:
| cell | n |
|---|---|
| dfxtp_1 | 50 |
| mux2i_1 | 16 |
| nand3_1 | 13 |
| dlxtn_1 | 10 |
| clkbuf_8 | 13 |
| inv_1 | 9 |
| nor2_1 | 13 |
| xor2_1 | 5 |
| nand2_1 | 18 |
| a21oi_1 | 7 |
| clkdlybuf4s50_1 | 23 |
| ha_1 | 7 |
| o21ai_0 | 9 |
| o21a_1 | 6 |
| xnor2_1 | 7 |
| nand2b_1 | 10 |
| and3_1 | 7 |
| or3_1 | 6 |
| nor3_1 | 8 |
Power is estimated from default activity; no workload was simulated.
